===== flow/config.mk =====
export PLATFORM = sky130hd
export DESIGN_NAME = UART_Echo
export DESIGN_NICKNAME = UART_Echo
export VERILOG_FILES = /design/flow/design.v
export SDC_FILE = /design/flow/constraint.sdc
export NUM_CORES = 4
export LEC_CHECK = 1
export CORE_UTILIZATION = 50

===== flow/constraint.sdc =====
current_design UART_Echo

set clk_period 5.0
set clk_io_pct 0.2

create_clock -name clk0 -period $clk_period [get_ports {clk}]

set non_clock_inputs [all_inputs -no_clocks]
set_input_delay [expr $clk_period * $clk_io_pct] -clock clk0 $non_clock_inputs
set_output_delay [expr $clk_period * $clk_io_pct] -clock clk0 [all_outputs]

===== flow/design.v =====
`timescale 1ns / 1ps
module Baudratengenerator( input [9:0] baudselect,
									input clk,
									input reset_n,
									output reg tx_clk,
									output wire rx_clk
    );
	 reg [9:0] count;
	 reg [3:0] count_osr;
	 reg clk_dez;
	assign rx_clk=clk_dez;
	always @ (posedge clk or negedge reset_n) begin
	if(!reset_n) begin
		count<=baudselect;  
		count_osr<=4'b1111;  
		clk_dez<=0;
		tx_clk<=0;
	end else begin
		if( baudselect==0) begin
			clk_dez<=clk; 
		end else begin
			if(count==0) begin
				clk_dez<=~clk_dez;  
				count<=baudselect;  
				if(count_osr==0) begin
					tx_clk<=~tx_clk;  
					count_osr<=4'b1111;  
				end else begin
					count_osr<=count_osr-4'b1;
				end
			end else begin
				count<=count-10'b1;
			end
		end  
	end  
	end  
endmodule
`timescale 1ns / 1ps
module Receiver( input RXD,
					  input rx_complete_del_flag,
					  input reset_n,
					  input rx_clk,
					  output reg [7:0] rx_data,
					  output reg rx_complete_flag
    );
	 parameter idle=4'd0;
	 parameter smp_bit_start=4'd1;
	 parameter smp_bit_0=4'd2;
	 parameter smp_bit_1=4'd3;
	 parameter smp_bit_2=4'd4;
	 parameter smp_bit_3=4'd5;
	 parameter smp_bit_4=4'd6;
	 parameter smp_bit_5=4'd7;
	 parameter smp_bit_6=4'd8;
	 parameter smp_bit_7=4'd9;
	 parameter smp_bit_stop=4'd10;
	 parameter wait_del_flag=4'd11;
	 parameter get_del_flag=4'd12;
	 reg [3:0] state;
	 reg [3:0] smp_cnt;
	 reg [3:0] one_cnt;
	 reg last_value;
	 reg new_value;
	always @(posedge rx_clk or negedge reset_n) begin
	if(!reset_n) begin
		rx_data<=8'hff;
		rx_complete_flag<=0;
		state<=idle;
		smp_cnt<=4'b0;
		one_cnt<=4'b0;
		last_value<=1;
		new_value<=1;
	end else begin
		case(state)
		idle: begin
				rx_complete_flag<=0;
				new_value<=RXD;
				if( new_value==0 && last_value==1) begin 
							state<=smp_bit_start;  
							last_value<=0;					
					end else begin  
						last_value<=new_value;
					end
				end
		smp_bit_start: begin
				rx_complete_flag<=0;
					if(RXD==1) begin  
						one_cnt<=one_cnt+4'd1;
					end
					if(smp_cnt==4'd15) begin  
						if(one_cnt>=4'd7) begin  
							state<=idle;  
						end else begin						
							state<=smp_bit_0;  
						end
						one_cnt<=4'd0;	 
						smp_cnt<=4'd0;		
					end else begin
						smp_cnt<=smp_cnt+4'd1;  
					end
				end
		smp_bit_0: begin
					rx_complete_flag<=0; 
					if(RXD==1) begin  
						one_cnt<=one_cnt+4'd1;  
					end
					if(smp_cnt==4'd15) begin  
						if(one_cnt>=4'd8) begin   
							rx_data[0]<=1;  
						end else begin
							rx_data[0]<=0;  
						end
						one_cnt<=4'd0;	 
						smp_cnt<=4'd0;	
						state<=smp_bit_1;
					end else begin
						smp_cnt<=smp_cnt+4'd1;  
					end
				end				
		smp_bit_1: begin
					rx_complete_flag<=0; 
					if(RXD==1) begin  
						one_cnt<=one_cnt+4'd1;  
					end
					if(smp_cnt==4'd15) begin  
						if(one_cnt>=4'd8) begin   
							rx_data[1]<=1;  
						end else begin
							rx_data[1]<=0;  
						end
						one_cnt<=4'd0;	 
						smp_cnt<=4'd0;	
						state<=smp_bit_2; 
					end else begin
						smp_cnt<=smp_cnt+4'd1;  
					end
				end
		smp_bit_2: begin
					rx_complete_flag<=0; 
					if(RXD==1) begin  
						one_cnt<=one_cnt+4'd1;  
					end
					if(smp_cnt==4'd15) begin  
						if(one_cnt>=4'd8) begin   
							rx_data[2]<=1;  
						end else begin
							rx_data[2]<=0;  
						end
						one_cnt<=4'd0;	 
						smp_cnt<=4'd0;	
						state<=smp_bit_3; 
					end else begin
						smp_cnt<=smp_cnt+4'd1;  
					end
				end
		smp_bit_3: begin
					rx_complete_flag<=0; 
					if(RXD==1) begin  
						one_cnt<=one_cnt+4'd1;  
					end
					if(smp_cnt==4'd15) begin  
						if(one_cnt>=4'd8) begin   
							rx_data[3]<=1;  
						end else begin
							rx_data[3]<=0;  
						end
						one_cnt<=4'd0;	 
						smp_cnt<=4'd0;	
						state<=smp_bit_4; 
					end else begin
						smp_cnt<=smp_cnt+4'd1;  
					end
				end
		smp_bit_4: begin
					rx_complete_flag<=0; 
					if(RXD==1) begin  
						one_cnt<=one_cnt+4'd1;  
					end
					if(smp_cnt==4'd15) begin  
						if(one_cnt>=4'd8) begin   
							rx_data[4]<=1;  
						end else begin
							rx_data[4]<=0;  
						end
						one_cnt<=4'd0;	 
						smp_cnt<=4'd0;	
						state<=smp_bit_5; 
					end else begin
						smp_cnt<=smp_cnt+4'd1;  
					end
				end		
		smp_bit_5: begin
					rx_complete_flag<=0; 
					if(RXD==1) begin  
						one_cnt<=one_cnt+4'd1;  
					end
					if(smp_cnt==4'd15) begin  
						if(one_cnt>=4'd8) begin   
							rx_data[5]<=1;  
						end else begin
							rx_data[5]<=0;  
						end
						one_cnt<=4'd0;	 
						smp_cnt<=4'd0;	
						state<=smp_bit_6; 
					end else begin
						smp_cnt<=smp_cnt+4'd1;  
					end
				end		
		smp_bit_6: begin
					rx_complete_flag<=0; 
					if(RXD==1) begin  
						one_cnt<=one_cnt+4'd1;  
					end
					if(smp_cnt==4'd15) begin  
						if(one_cnt>=4'd8) begin   
							rx_data[6]<=1;  
						end else begin
							rx_data[6]<=0;  
						end
						one_cnt<=4'd0;	 
						smp_cnt<=4'd0;	
						state<=smp_bit_7; 
					end else begin
						smp_cnt<=smp_cnt+4'd1;  
					end
				end		
		smp_bit_7: begin
					rx_complete_flag<=0; 
					if(RXD==1) begin  
						one_cnt<=one_cnt+4'd1;  
					end
					if(smp_cnt==4'd15) begin  
						if(one_cnt>=4'd8) begin   
							rx_data[7]<=1;  
						end else begin
							rx_data[7]<=0;  
						end
						one_cnt<=4'd0;	 
						smp_cnt<=4'd0;	
						state<=smp_bit_stop; 
					end else begin
						smp_cnt<=smp_cnt+4'd1;  
					end
				end
		smp_bit_stop: begin
					if(RXD==1) begin  
						one_cnt<=one_cnt+4'd1;  
					end
					if(smp_cnt==4'd15) begin  
						if(one_cnt>=4'd8) begin   
							state<=wait_del_flag;	 
						end else begin
							state<=smp_bit_stop;  
							rx_complete_flag<=1; 
						end
						one_cnt<=4'd0;	 
						smp_cnt<=4'd0;						
					end else begin
						smp_cnt<=smp_cnt+4'd1;  
					end
				end
		wait_del_flag: begin
					rx_complete_flag<=1; 
					if(rx_complete_del_flag==1) begin  
						state<=idle;
					end else begin  
						if(smp_cnt==4'd15) begin  
							if(one_cnt>=4'd8) begin   
								state<=wait_del_flag;	 
							end else begin
								state<=smp_bit_0;  
							end
								one_cnt<=4'd0;	 
								smp_cnt<=4'd0;	
						end else begin						
								smp_cnt<=smp_cnt+4'd1;
						end
					end
				end	
		endcase
	end  
	end
endmodule
`timescale 1ns / 1ps
module Transmitter(input [7:0] tx_data,
						 input tx_start,
						 input tx_complete_del_flag,
						 input tx_clk,
						 input reset_n,
						 output reg TXD,
						 output reg tx_complete_flag,
						 output reg tx_busy
    );
	parameter idle=4'd0;
	parameter bit_start=4'd1;
	parameter bit_0=4'd2;
	parameter bit_1=4'd3;
	parameter bit_2=4'd4;
	parameter bit_3=4'd5;
	parameter bit_4=4'd6;
	parameter bit_5=4'd7;
	parameter bit_6=4'd8;
	parameter bit_7=4'd9;
	parameter bit_stop=4'd10;
	parameter wait_for_del_flag=4'd11;
	parameter get_del_flag=4'd12;
	reg [3:0] state; 
	always @(posedge tx_clk or negedge reset_n) begin
	if(!reset_n) begin
		TXD<=1;
		tx_complete_flag<=0;
		tx_busy<=0;
		state<=idle;
	end else begin
		case(state)
		idle: begin
				TXD<=1;
				tx_complete_flag<=0;
				tx_busy<=0;
				if(tx_start==1) begin
					state<=bit_start;
				end
				end 
		bit_start: begin
				TXD<=0; 
				tx_complete_flag<=0;
				tx_busy<=1;
				state<=bit_0;
				end 
		bit_0: begin
				TXD<=tx_data[0];
				tx_complete_flag<=0;
				tx_busy<=1;
				state<=bit_1;
				end 		
		bit_1: begin
				TXD<=tx_data[1];
				tx_complete_flag<=0;
				tx_busy<=1;
				state<=bit_2;
				end
		bit_2: begin
				TXD<=tx_data[2];
				tx_complete_flag<=0;
				tx_busy<=1;
				state<=bit_3;
				end 	
		bit_3: begin
				TXD<=tx_data[3];
				tx_complete_flag<=0;
				tx_busy<=1;
				state<=bit_4;
				end 	
		bit_4: begin
				TXD<=tx_data[4];
				tx_complete_flag<=0;
				tx_busy<=1;
				state<=bit_5;
				end 		
		bit_5: begin
				TXD<=tx_data[5];
				tx_complete_flag<=0;
				tx_busy<=1;
				state<=bit_6;
				end 
		bit_6: begin
				TXD<=tx_data[6];
				tx_complete_flag<=0;
				tx_busy<=1;
				state<=bit_7;
				end 
		bit_7: begin
				TXD<=tx_data[7];
				tx_complete_flag<=0;
				tx_busy<=1;
				state<=bit_stop;
				end 
		bit_stop: begin
				TXD<=1; 
				tx_busy<=1;
				state<=wait_for_del_flag;
				tx_complete_flag<=1;
				end 
      wait_for_del_flag: begin
				tx_complete_flag<=1;
				TXD<=1;
				tx_busy<=1;
				if(tx_complete_del_flag==1) begin
					state<=get_del_flag;
				end else if(tx_start==1) begin
					state<=bit_start;
				end 
				end
		get_del_flag: begin
				TXD<=1;
				tx_complete_flag<=0;
				tx_busy<=0;
				state<=idle;
		end
		endcase
	end
	end  
endmodule
`timescale 1ns / 1ps
module UART_Echo( 
						input RXD,						
						input clk,						
						input reset_n,	
						output TXD				
    );
	wire [7:0] tx_data;
	wire [7:0] rx_data;
	reg tx_complete_del_flag;
	reg rx_complete_del_flag;
	wire [9:0] baudselect;
	wire rx_complete_flag;
	wire tx_complete_flag;
	wire tx_busy;
	reg tx_start;
	reg tx_busy_last;
	assign tx_data = rx_data;
	assign baudselect = 10'd325;  
	UART_Module uart (
		.tx_data(tx_data), 
		.tx_start(tx_start), 
		.baudselect(baudselect), 
		.clk(clk), 
		.reset_n(reset_n), 
		.RXD(RXD), 
		.rx_complete_del_flag(rx_complete_del_flag), 
		.tx_complete_del_flag(tx_complete_del_flag), 
		.TXD(TXD), 
		.tx_complete_flag(tx_complete_flag), 
		.tx_busy(tx_busy), 
		.rx_data(rx_data), 
		.rx_complete_flag(rx_complete_flag)
	);
	always @ ( negedge reset_n or posedge clk) begin
		if(!reset_n) begin		
			rx_complete_del_flag <= 0;
			tx_complete_del_flag <= 1;
			tx_start	<= 0;
			tx_busy_last <=0;		
	   end else begin	
					if( rx_complete_flag == 1) begin				
						rx_complete_del_flag <= 0;		
					end else begin
						rx_complete_del_flag <= 1;
					end
					if( tx_start == 0 ) begin		
						if(rx_complete_flag == 1) begin
							tx_start<= 1;			 
						end				
					end else begin  
						if( tx_busy_last == 1 && tx_busy == 0 ) begin  
							 tx_start <=0;				 
						end 
						tx_busy_last <= tx_busy; 
					end
					if(tx_complete_flag == 1) begin
						tx_complete_del_flag <= 1;
					end else begin
						tx_complete_del_flag <= 0;
					end		
		end
	end  
endmodule
`timescale 1ns / 1ps
module UART_Module( 
						  input [7:0] tx_data,
						  input tx_start,
						  input [9:0] baudselect,
						  input clk,
						  input reset_n,
						  input RXD,
						  input rx_complete_del_flag,
						  input tx_complete_del_flag,
						  output TXD,
						  output tx_complete_flag,
						  output tx_busy,
						  output [7:0] rx_data,
						  output rx_complete_flag						  
    );
		Baudratengenerator baud (
		.baudselect(baudselect), 
		.clk(clk), 
		.reset_n(reset_n), 
		.tx_clk(tx_clk), 
		.rx_clk(rx_clk)
		);
		Receiver rec (
		.RXD(RXD), 
		.rx_complete_del_flag(rx_complete_del_flag), 
		.reset_n(reset_n), 
		.rx_clk(rx_clk), 
		.rx_data(rx_data), 
		.rx_complete_flag(rx_complete_flag)
		);		
		Transmitter tra (
		.tx_data(tx_data), 
		.tx_start(tx_start), 
		.tx_complete_del_flag(tx_complete_del_flag), 
		.tx_clk(tx_clk), 
		.reset_n(reset_n), 
		.TXD(TXD), 
		.tx_complete_flag(tx_complete_flag), 
		.tx_busy(tx_busy)
		);
endmodule

===== flow/run.sh =====
#!/bin/bash
# OpenROAD 26Q1-2900-gdf79404cd8, Yosys 0.63+post, stock flow scripts
make -C /OpenROAD-flow-scripts/flow DESIGN_CONFIG=/design/flow/config.mk WORK_HOME=/design/flow/orfs finish

==> flow_metrics.tcl <==
# metrics dict for downstream scripts
set metrics [dict create \
    cts_setup_buffers 0 \
    h-tree-depth 1 \
    io_pins 4 \
    untimed_endpoints 50 \
    flop_cell "dfrtp_1" \
    setup_ws_ps 3040 \
    vias 1731 \
    max-clock-path-buffers 2 \
    finClkSkew_ps 9.45 \
    final_area_um2 3030 \
    synth.distinct_cells 44 \
    cts_resized 0 \
    grtUsageTotal_pct 16.8 \
    yosys_cells 248 \
    yosys_area_um2 2850 \
    insertion_delay_ps 260 \
    die-width_um 77.6 \
    yosys.cell_count.top_type "dfrtp_1" \
    top_area_share_pct 39.5 \
    drv_cap 0 \
    ys_warn_count 7 \
    ys_seq_share_pct 59.7 \
    edf_count 0 \
    hold_class "reg2reg" \
    drtPass1Iterations 5 \
    postSynthCellCount 248 \
    drc 0 \
    first_iter_violations 87 \
    fin_crit_sh_pct 39.2 \
    hold_violations 0 \
    slew_violations 0 \
    area_growth_pct 6.05 \
    outcome "complete, no violations" \
    topCellsByArea "dfrtp_1, dfstp_2, nand2_1" \
    drive_gt1_share_pct 19.9 \
    max_freq_mhz 510 \
    cts_tree "yes" \
    grt_overflow_total 0 \
    crit_path_end_kind "flip-flop" \
    cts_root_buf "clkbuf_8" \
    initCoreUtil_pct 51.8 \
    crit_required_ps 5180 \
    synth_top_cell_by_area "dfrtp_1" \
    wl_per_cell_um 13.9 \
    placed_area_um2 2960 \
    wl_um 4490 \
    grt_pass1_vias 1599 \
    rows 27 \
    ir_drop_mv 0.246 \
    syn_area_um2 2850 \
    grt_pass1_wl_um 7740 \
    cp-start-kind "flip-flop" \
    min_period_ps 1960 \
    power_mw 0.333 \
    unclocked_regs 47 \
    async_reset_ff_share_pct 100 \
    crit_type "reg2reg" \
    postCtsHoldBufs 0 \
    setup_viol 0 \
    numPortBuffers 3 \
    grt_max_degree 50 \
    critical_path.max_fanout 11 \
    core-area_um2 5510 \
    tightest_slew_ps 677 \
    antenna_found_initial 0 \
    antenna_left 0 \
    numCtsBuffers 3 \
    top_cells_by_count "dfrtp_1, nand2_1, dfstp_2" \
    dp_hpwl_um 3180 \
    final.setup.tns_ps 0 \
    rsz0062_at_grt "false" \
    chipArea_um2 6010 \
    p_leak_nw 1.41 \
    die_h_um 77.6 \
    synth_area_per_cell_um2 11.5 \
    slew_headroom_pct 54.7 \
    ys.flops 67 \
    clkTransAtPathRegs_ps 80 \
    antenna_cells_inserted 0 \
    power.density_nw_per_um2 110 \
    routed_via_density 5.36 \
    crit_arrival_ps 2140 \
    warnings 28 \
    place_congestion 0.808 \
    dp_worst_setup_slack_ps 3040 \
]
power breakdown:
group          switching (mW)  internal [mW]
clock                  0.0521          0.107
combinational          0.0103        0.00157
sequential                  0          0.163
total                  0.0624          0.271
cell type report:
type	instances	area [um^2]
fill	461	2480
sequential	67	1700
multi-input combinational	162	1070
tap	72	90.1
inverter	13	48.8
clock buffer	3	41.3
timing repair buffer	5	40.0
clock inverter	1	30.0
worst max-delay path: stages, from the launching register on:
cell and delay (ps):
dfrtp_1 410, nor3_2 370, nand4b_1 560, o41ai_2 430, o41ai_2 120
through the flow:
stage	std cells	hold WS (ps)	util [%]
after global placement	319	453	53.7
final	323	468	55.0
after global routing	323	482	55.0
after CTS	323	472	55.0
after floorplan	248	435	-
after detailed placement	319	455	53.7
cells in the final DEF (no fill, tap or decap), types with 3 or more instances in the layout:
master / n
a21o_1: 3
a21oi_1: 8
a22oi_1: 4
and2_1: 3
clkbuf_8: 3
dfrtp_1: 45
dfstp_2: 22
ha_1: 6
inv_1: 13
mux2_2: 10
nand2_1: 43
nand3_1: 7
nor2_1: 19
nor3_1: 5
nor4_1: 3
o21ai_0: 9
xnor2_1: 5
xor2_1: 5
path summary, 6_finish.rpt:
path | from | endpoint | slack (ps) | cells after the start
max in group asynchronous | reset_n | uart.baud.count[1]$_DFF_PN0_ | 3400 | 2
worst max register to register | uart.baud.count[3]$_DFF_PN0_ | uart.baud.count_osr[3]$_DFFE_PN1P_ | 3040 | 4
worst max-delay path | uart.baud.count[3]$_DFF_PN0_ | uart.baud.count_osr[3]$_DFFE_PN1P_ | 3040 | 4
min in group asynchronous | reset_n | uart.baud.tx_clk$_DFFE_PN0P_ | 660 | 1
worst min register to register | uart.baud.count[0]$_DFF_PN1_ | uart.baud.count[0]$_DFF_PN1_ | 470 | 1
worst min-delay path | uart.baud.count[0]$_DFF_PN1_ | uart.baud.count[0]$_DFF_PN1_ | 470 | 1
logic make-up (layout without fill, tap and decap cells):
family,count (synthesis),after routing,share of synthesized area [%]
mux,10,10,3.95
compound gates,40,40,11.1
fa+ha+maj,6,6,2.63
buf+inv,19,22,2.72
flops,67,67,59.7
simple gates,96,96,16.8
xor+xnor,10,10,3.07
metal layers:
layer / vias to the layer above / part of all wire (%) / global-route usage (%)
li1: 868 / - / -
met1: 846 / 54 / 31.3
met2: 13 / 44 / 23.8
met3: 4 / 1.5 / 1.91
met4: 0 / 0.38 / 0.755
met5: - / 0 / 0
Power figures rest on the tool's default switching activity, not on a simulated workload.
